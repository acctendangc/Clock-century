==> flow/design.v <==
module count#(
    parameter NUM_BIT = 32,
    parameter RESET_VALUE = 0
)(
    input                           clk,
    input                           reset_n,
    input                           inc,
    input                           dec,
    input                           en,
    input        [NUM_BIT - 1 : 0]  max_count,
    output reg   [NUM_BIT - 1 : 0]  count_o,
    output                          done_inc,
    output                          done_dec 
);
always @( posedge clk or negedge reset_n ) begin
    if (~reset_n) begin
        count_o <= RESET_VALUE;
    end
    else begin
        if (~en) begin
            count_o <= count_o;
        end
        else begin
            case ({inc, dec})
                2'b10: begin
                    if (count_o >= max_count) begin
                        count_o <= RESET_VALUE;
                    end
                    else begin
                        count_o <= count_o + 1;
                    end
                end
                2'b01: begin
                    if (count_o > max_count) begin
                        count_o <= max_count - 1;
                    end
                    else begin
                        if (count_o == RESET_VALUE) begin
                            count_o <= max_count;
                        end
                        else begin
                            count_o <= count_o - 1;
                        end
                    end
                end
                2'b00: begin
                    count_o <= count_o;
                end
                2'b11: begin
                    count_o <= count_o;
                end
                default: begin
                    count_o <= count_o;
                end
            endcase 
        end
    end
end
assign done_inc = inc && (count_o == max_count);
assign done_dec = dec && (count_o == RESET_VALUE);
endmodule
==> flow/run.sh <==
#!/bin/bash
# OpenROAD 26Q1-2900-gdf79404cd8, Yosys 0.63+post, stock flow scripts
make -C /OpenROAD-flow-scripts/flow DESIGN_CONFIG=/design/flow/config.mk WORK_HOME=/design/flow/orfs finish
==> flow/config.mk <==
export PLATFORM = sky130hd
export DESIGN_NAME = count
export DESIGN_NICKNAME = count
export VERILOG_FILES = /design/flow/design.v
export SDC_FILE = /design/flow/constraint.sdc
export NUM_CORES = 4
export LEC_CHECK = 1
export CORE_UTILIZATION = 30
==> flow/constraint.sdc <==
current_design count

set clk_period 12.1
set clk_io_pct 0.2

create_clock -name clk0 -period $clk_period [get_ports {clk}]

set non_clock_inputs [all_inputs -no_clocks]
set_input_delay [expr $clk_period * $clk_io_pct] -clock clk0 $non_clock_inputs
set_output_delay [expr $clk_period * $clk_io_pct] -clock clk0 [all_outputs]
==> ci_impl_report.md <==
### Yosys + OpenROAD results

| Metric | Value |
|---|---|
| FP Util | `31.1%` |
| Xor/xnor share of the synthesized area | `4.80%` |
| Number of max-slew violations in the final report | `0` |
| Static leakage power | `around 2.2 nW` |
| Critical Path Fanout Max | `4` |
| Final WL | `roughly 17,000 um` |
| Final hold vios | `0` |
| Transition time at the pin with the least slew margin | `0.947 ns` |
| Area of the mapped netlist | `0.00456 mm^2` |
| Worst Setup SP | `max_count[30]` |
| Drt first pass iters | `11` |
| Element type at the critical path end | `primary output` |
| Detailed-route via count | `roughly 5k` |
| Number of rows in the core area | `44` |
| Sequential fraction of the synthesis area | `17.5%` |
| Met2 usage | `36.8%` |
| Summed standard-cell area reported by yosys | `0.00456 mm^2` |
| Number of cell instances after yosys synthesis | `625` |
| Outcome | `complete, no violations` |
| Final Setup Violations | `0` |
| Clock root cell | `sky130_fd_sc_hd__clkbuf_16` |
| Leading registers by flop count | `count_o x32` |
| Residual overflow from global routing | `0` |
| Number of antenna violations at the first check in global routing | `0` |
| Residual DRC count | `0` |
| Setup repair after global routing missed its margin | `no` |
| Met3 Usage GRT | `3.92%` |
| GP Congestion | `0.937` |
| Synth top cell by count | `sky130_fd_sc_hd__nand2_1` |
| Synth logic family | `simple AND/OR/NAND/NOR gates` |
| Clock latency on the worst-skew pair | `0.28 ns` |
| Number of hold-repair buffers added at the cts stage | `0` |
| Peak ir drop on the vdd network | `63.0 uV` |
| Number of instances in the synthesized netlist | `625` |
| Multiplexer share of the synthesized area | `0.685%` |
| Dominant cell area share | `roughly 18%` |
| R2R Path Start | `count_o[19]` |
| Total Routing Usage GR | `23.0%` |
| Post-layout worst setup margin | `~4.3 ns` |
| Fraction of the core area covered by cells at the end of the flow | `38.0%` |
| Async set-or-reset flop fraction in the synthesized netlist | `100%` |
| Setup repair bufs after CTS | `0` |
| Die Footprint | `~0.016 mm^2` |
| Cell Type Count | `about 77` |
| Level count of the clock H-tree | `2` |
| TritonCTS clock tree | `yes` |
| Final cycle utilization of the critical path | `64.6%` |
| Relative max-transition margin | `a little under two fifths` |
| DR WL/cell | `20.1 um` |
| Vias in the first global route | `5,008` |
| Maximum clock insertion buffer count | `2` |
| Register ranked first by flip-flop count | `count_o` |
| IO buf count | `70` |
| Commonest cells in the netlist | `sky130_fd_sc_hd__nand2_1 (48), sky130_fd_sc_hd__inv_1 (43), sky130_fd_sc_hd__nor2_1 (43)` |
| TritonCTS Buffers | `5` |
| Largest net degree at the start of global routing | `33` |
| Post-synthesis share of cell area spent on and, or, nand and nor gates | `32.7%` |
| Die boundary width | `125 um` |
| Post-synth top area cell | `sky130_fd_sc_hd__dfrtp_1` |
| Clock transition at the register clock pins on the worst setup and hold paths after CTS | `0.06 ns` |
| Clock skew after layout | `around 0.0053 ns` |
| Worst Setup Path Type | `in -> out` |
| Number of synthesis warnings | `1` |
| Power per cell area | `180 mW/mm^2` |
| Warning total across the stage logs | `27` |
| Arithmetic-cell share of the synthesized area counting full adders, half adders and majority gates | `10.1%` |
| HPWL Detailed | `between 10,000 and 15,000 um` |
| Synthesized flop and latch total | `32` |
| Total design power | `0.00101 W` |
| Floorplan core area | `0.0147 mm^2` |
| Ranking of synthesized cells by area | `sky130_fd_sc_hd__dfrtp_1 (18%), sky130_fd_sc_hd__ha_1 (10%), sky130_fd_sc_hd__nand3_1 (4.1%)` |
| Fraction of layout cells with a size suffix above 1 | `6.48%` |
| Height of the die | `125 um` |
| Number of diodes | `0` |
| Area growth from synthesis to final layout | `22.4%` |
| Synth Area in Compound Gates | `between 20 and 30%` |
| Required time of the critical path | `~9.7 ns` |
| Total negative setup slack | `0 ns` |
| Synth Area per Inst | `7.30 um^2` |
| Data arrival time at the worst-slack endpoint | `5.39 ns` |
| TritonCTS Sinks | `32` |
| Maximum operating frequency | `128 MHz` |
| Type of element launching the critical path | `input pin` |
| Worst setup slack after placement | `around 4.3 ns` |
| Min-Delay Startpoint | `count_o[10]` |
| Minimum clock period | `~8 ns` |
| Global-route track usage on met1 | `32.0%` |
| Dominant register cell in the synthesized netlist | `sky130_fd_sc_hd__dfrtp_1` |
| Gr busiest metal | `met2` |
| Routed vias/inst | `a little under 6` |
| First-pass GRT wire length | `about 28,000 um` |
| Number of flip-flops in the largest register | `32` |
| Detailed Route Iter0 Violations | `376` |
| Max-capacitance violation count | `0` |
| Worst min path class | `reg -> reg` |
| Count of nets left with antenna violations after detail routing | `0` |
| Number of enable flip-flop cells | `0` |
| Top-level I/O count | `between 70 and 80` |
| Post-CTS sizing | `0` |
==> metal layers <==
metal / part of all wire, % / routed length (um) / vias up
met5: 0 / 0 / -
met4: 3.0 / 516 / 0
met3: 7.2 / 1240 / 44
met2: 46 / 7920 / 210
met1: 44 / 7640 / 2387
li1: - / - / 2483
==> cell type report <==
| type | instances | area [um^2] |
|---|---|---|
| tap | 184 | 230 |
| clock buffer | 6 | 139 |
| sequential | 32 | 801 |
| multi-input combinational | 514 | 3450 |
| inverter | 43 | 161 |
| timing repair buffer | 82 | 791 |
| fill | 1492 | 9110 |
| clock inverter | 2 | 10.0 |
==> logic make-up (layout without fill, tap and decap cells) <==
| family | after synthesis | after routing |
|---|---|---|
| AND-OR/OR-AND | 179 | 179 |
| XOR/XNOR | 25 | 25 |
| adder cells (fa/ha/maj) | 37 | 37 |
| buffers and inverters | 79 | 133 |
| flip-flops | 32 | 32 |
| multiplexers | 3 | 3 |
| AND/OR/NAND/NOR | 270 | 270 |
==> layout by cell type (no fill, tap or decap), types with 4 or more instances in the layout <==
cell type                         Yosys  routed
sky130_fd_sc_hd__a211o_1              5       5
sky130_fd_sc_hd__a21oi_1             36      36
sky130_fd_sc_hd__nand3_1             37      37
sky130_fd_sc_hd__o21a_1               5       5
sky130_fd_sc_hd__clkdlybuf4s50_1      0      70
sky130_fd_sc_hd__a211oi_1             4       4
sky130_fd_sc_hd__nor2b_1              4       4
sky130_fd_sc_hd__nor2_1              43      43
sky130_fd_sc_hd__nand2b_1             6       6
sky130_fd_sc_hd__or4_1                5       5
sky130_fd_sc_hd__ha_1                37      37
sky130_fd_sc_hd__o311ai_0             6       6
sky130_fd_sc_hd__dfrtp_1             32      32
sky130_fd_sc_hd__buf_4                2      12
sky130_fd_sc_hd__nand2_1             48      48
sky130_fd_sc_hd__nand4_1             16      16
sky130_fd_sc_hd__a221oi_1             5       5
sky130_fd_sc_hd__o211ai_1            14      14
sky130_fd_sc_hd__inv_1               43      43
sky130_fd_sc_hd__nor3_1              37      36
sky130_fd_sc_hd__o221ai_1             6       6
sky130_fd_sc_hd__nor4_1              17      17
sky130_fd_sc_hd__and3_1              14      14
sky130_fd_sc_hd__xor2_1              11      11
sky130_fd_sc_hd__or3_1               12      12
sky130_fd_sc_hd__a21o_1               9       9
sky130_fd_sc_hd__a31oi_1             11      11
sky130_fd_sc_hd__o21ai_0             34      34
sky130_fd_sc_hd__clkbuf_16            0       5
sky130_fd_sc_hd__xnor2_1             14      14
==> worst paths after layout <==
check	endpoint	slack [ns]	cells past startpoint
worst max-delay path	done_inc	4.29	8
worst min-delay path	count_o[10]	0.70	1
worst max register to register	count_o[18]	8.03	10
worst min register to register	count_o[10]	0.70	1
max in group asynchronous	count_o[6]	9.21	2
min in group asynchronous	count_o[17]	2.56	2
==> critical path, stage by stage <==
cell and delay (ns):
sky130_fd_sc_hd__clkdlybuf4s50_1 0.49, sky130_fd_sc_hd__inv_1 0.06, sky130_fd_sc_hd__ha_1 0.31, sky130_fd_sc_hd__nand4_1 0.16, sky130_fd_sc_hd__or4_4 0.63, sky130_fd_sc_hd__or4_4 0.62, sky130_fd_sc_hd__nor3_1 0.21, sky130_fd_sc_hd__clkdlybuf4s50_1 0.49
==> power breakdown <==
part	switching [W]	internal [W]
Clock	0.0000507	0.0000812
Sequential	0.000132	0.000152
Combinational	0.000312	0.000280
Total	0.000495	0.000513
==> metrics by stage <==
step                      std cells  area, um^2  hold WS (ns)
after floorplan                 625        4560         0.581
after global placement          855        5440         0.697
after detailed placement        855        5440         0.672
after CTS                       863        5590         0.702
after global routing            863        5590         0.742
final                           863        5590         0.704
No activity file was given, so power comes from the tool's default toggle rates.
